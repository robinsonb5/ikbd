**flow/run.sh**
```bash
#!/bin/bash
# OpenROAD 26Q1-2900-gdf79404cd8, Yosys 0.63+post, stock flow scripts
make -C /OpenROAD-flow-scripts/flow DESIGN_CONFIG=/design/flow/config.mk WORK_HOME=/design/flow/orfs finish
```
**flow/constraint.sdc**
```tcl
current_design HD63701_BIRAM

set clk_period 25.4
set clk_io_pct 0.2

create_clock -name clk0 -period $clk_period [get_ports {mcu_clx2}]

set non_clock_inputs [all_inputs -no_clocks]
set_input_delay [expr $clk_period * $clk_io_pct] -clock clk0 $non_clock_inputs
set_output_delay [expr $clk_period * $clk_io_pct] -clock clk0 [all_outputs]
```
**flow/config.mk**
```make
export PLATFORM = sky130hd
export DESIGN_NAME = HD63701_BIRAM
export DESIGN_NICKNAME = HD63701_BIRAM
export VERILOG_FILES = /design/flow/design.v
export SDC_FILE = /design/flow/constraint.sdc
export NUM_CORES = 4
export LEC_CHECK = 1
export CORE_UTILIZATION = 50
```
**flow/design.v**
```verilog
module HD63701V0_M6
(
 input 	       CLKx2,  
 input 	       RST,  
 input 	       NMI,  
 input 	       IRQ,  
 output        RW,  
 output [15:0] AD,  
 output [7:0]  DO,  
 input [7:0]   DI,  
 input [7:0]   PI4,  
 input [7:0]   PI1,  
 output [7:0]  PO1,  
 input [4:0]   PI2,  
 output [7:0]  PO2   
);
assign PO2 = te?{PO2I[7:5],txd,PO2I[3:0]}:PO2I;      
wire [7:0] 	  PO2I;
wire [15:0] ADI;
wire [7:0] PO3;   
wire [7:0] PO4;   
assign AD = (PO2I[7:5] == 3'b111)?{ PO4, PO3 }:ADI;  
 TODO: include mode (POI[7:5]) here
wire en_birom = (ADI[15:12]==4'b1111);			 
wire [7:0] biromd;
MCU_BIROM irom( CLKx2, ADI[11:0], biromd );
wire		  en_biram;
wire [7:0] biramd;
HD63701_BIRAM biram( CLKx2, ADI, RW, DO, en_biram, biramd );
wire		  en_biio;
wire [7:0] biiod;
HD63701_IOPort iopt( RST, CLKx2, ADI, RW, DO, en_biio, biiod, PI1, PI2, DI, PI4, PO1, PO2I, PO3, PO4 );
wire		  irq2_sci;
wire		  txd;
wire		  te;
wire		  en_bisci;
wire [7:0] biscid;
HD63701_SCI sci( RST, CLKx2, ADI, RW, DO, PI2[3], txd, te, irq2_sci, en_bisci, biscid );
wire		  irq2_tim;
wire		  en_bitim;
wire [7:0] bitimd;
HD63701_Timer timer( RST, CLKx2, ADI, RW, DO, irq2_tim, en_bitim, bitimd );
wire [7:0] biddi;
HD63701_BIDSEL bidsel
(
 biddi,
 en_birom, biromd,
 en_biram, biramd,
 en_biio , biiod, 
 en_bisci, biscid,
 en_bitim, bitimd,
 DI
 );
HD63701_Core core
  (
   .CLKx2(CLKx2),.RST(RST),
   .NMI(NMI),.IRQ(IRQ),.IRQ2_TIM(irq2_tim),.IRQ2_SCI(irq2_sci),
   .RW(RW),.AD(ADI),.DO(DO),.DI(biddi)
   );
endmodule
module HD63701_BIDSEL 
(
 output [7:0] o,
 input 	      e0, input [7:0] d0,
 input 	      e1, input [7:0] d1,
 input 	      e2, input [7:0] d2,
 input 	      e3, input [7:0] d3,
 input 	      e4, input [7:0] d4,
 input [7:0]  dx
);
assign o = e0 ? d0 :
	   e1 ? d1 :
	   e2 ? d2 :
	   e3 ? d3 :
	   e4 ? d4 :
	   dx;
endmodule
module HD63701_BIRAM
(
 input 		  mcu_clx2,
 input [15:0] 	  mcu_ad,
 input 		  mcu_wr,
 input [7:0] 	  mcu_do,
 output 	  en_biram,
 output reg [7:0] biramd
);
assign en_biram = (mcu_ad[15: 7]==9'b000000001);	 
wire [6:0] biad = mcu_ad[6:0];
reg [7:0] bimem[0:127];
always @( posedge mcu_clx2 ) begin
	if (en_biram & mcu_wr) bimem[biad] <= mcu_do;
	else biramd <= bimem[biad];
end
endmodule
module HD63701_IOPort
(
 input 		  mcu_rst,
 input 		  mcu_clx2,
 input [15:0] 	  mcu_ad,
 input 		  mcu_wr,
 input [7:0] 	  mcu_do,
 output 	  en_io,
 output [7:0] 	  iod,
 input [7:0] 	  PI1,
 input [4:0] 	  PI2,
 input [7:0] 	  PI3,
 input [7:0] 	  PI4,
 output [7:0] 	  PO1,
 output [7:0] 	  PO2,
 output [7:0] 	  PO3,
 output [7:0] 	  PO4
);
   assign PO1 = (~DDR1) | PO1R;
   assign PO2 = ({3'b000, ~DDR2}) | PO2R;
   assign PO3 = (~DDR3) | PO3R;
   assign PO4 = (~DDR4) | PO4R;
   reg [7:0] 	  DDR1;
   reg [4:0] 	  DDR2;
   reg [7:0] 	  DDR3;
   reg [7:0] 	  DDR4;
   reg [7:0] 	  PO1R;   
   reg [7:0] 	  PO2R;
   reg [7:0] 	  PO3R;   
   reg [7:0] 	  PO4R;
always @( posedge mcu_clx2) begin  
   if (mcu_rst) begin
      DDR1 <= 8'h00;
      DDR2 <= 5'h00;      
      DDR3 <= 8'h00;
      DDR4 <= 8'h00;      
      PO2R[7:5] <= PI2[2:0];
   end
   else begin
      if (mcu_wr) begin
	 if (mcu_ad==16'h0) DDR1 <= mcu_do;
	 if (mcu_ad==16'h1) DDR2 <= mcu_do[4:0];
	 if (mcu_ad==16'h2) PO1R <= mcu_do;
	 if (mcu_ad==16'h3) PO2R[4:0] <= mcu_do[4:0];
	 if (mcu_ad==16'h4) DDR3 <= mcu_do;
	 if (mcu_ad==16'h5) DDR4 <= mcu_do;
	 if (mcu_ad==16'h6) PO3R <= mcu_do;
	 if (mcu_ad==16'h7) PO4R <= mcu_do;
      end
   end
end  
assign en_io = (mcu_ad[15:3] == 13'h0);
assign iod = 
	     (mcu_ad==16'h0) ? DDR1 : 
	     (mcu_ad==16'h1) ? {3'hF,DDR2} : 
	     (mcu_ad==16'h2) ? PI1 : 
	     (mcu_ad==16'h3) ? {3'hF,PI2}:
	     (mcu_ad==16'h4) ? DDR3 : 
	     (mcu_ad==16'h5) ? DDR4 : 
	     (mcu_ad==16'h6) ? PI3 :
	     PI4;
endmodule
module HD63701_SCI
(
 input 	      mcu_rst,
 input 	      mcu_clx2,
 input [15:0] mcu_ad,
 input 	      mcu_wr,
 input [7:0]  mcu_do,
 input 	      rx,
 output reg   tx,
 output       te,
 output       mcu_irq2_sci,
 output       en_sci,
 output [7:0] iod
);
   reg [7:0]  RMCR;    
   reg [7:0]  TRCSR;   
   reg [7:0]  RDR;     
   reg [7:0]  TDR;     
   reg 	      RDRF;    
   reg 	      TDRE;    
   reg 	      ORFE;    
   reg 	      last_rx;
   reg [8:0]  rxsr;    
   reg [7:0]  rxcnt;   
   reg [11:0] txcnt;   
   reg [8:0]  txsr;
   reg        clr_rd;
   reg        clr_td;
   always @( posedge mcu_clx2 ) begin  
      if (mcu_rst) begin
	 RMCR  <= 8'h00;
	 TRCSR <= 8'h00;
	 RDR   <= 8'h00;
	 TDR   <= 8'h00;
	 TDRE  <= 1'b1;
	 RDRF  <= 1'b0;
	 ORFE  <= 1'b0;
	 clr_rd <= 1'b0;
	 clr_td <= 1'b0;
	 last_rx <= 1'b1;
	 rxcnt <= 8'h00;
	 txcnt <= 12'h000;
	 rxsr <= 9'h1ff;
	 txsr <= 9'h000;
	 tx <= 1'b1;
      end
      else begin
	 if(en_sci && !mcu_wr) begin
	    if (mcu_ad==16'h11) {clr_rd, clr_td} <= 2'b11;
	    if (mcu_ad==16'h12 && clr_rd) begin
	        RDRF <= 1'b0;
	        ORFE <= 1'b0;
	        clr_rd <= 1'b0;
	    end
	 end
	 if(re) begin
	    last_rx <= rx;
	    rxcnt <= rxcnt + 1;	 
	    if((rxsr == 9'h1ff) && last_rx && !rx)
	       rxcnt <= 8'h00;	    
	    if(rxcnt == 8'd128) begin
	       rxsr <= { rx, rxsr[8:1] };
	       if(rxsr[0] == 1'b0) begin
		  if(rx == 1'b1) begin
		     rxsr <= 9'h1ff;
		     if (RDRF == 1'b1) ORFE <= 1'b1;  
		     else RDR <= rxsr[8:1];
		     RDRF <= 1'b1;
		     clr_rd <= 1'b0;
		  end else begin
		     ORFE <= 1'b1;
		     RDR <= rxsr[8:1];
		  end
	       end
	    end
	 end
	 if (mcu_wr) begin
	    if (mcu_ad==16'h10) RMCR <= mcu_do;
	    if (mcu_ad==16'h11) TRCSR <= mcu_do;
	    if (mcu_ad==16'h13) begin
	       if (clr_td) begin
	         TDRE <= 1'b0;
	         clr_td <= 1'b0;
	       end
	       TDR <= mcu_do;
	    end
	 end
	 txcnt <= txcnt + 1;
	 if(txcnt == 12'haff) txcnt <= 12'h000;
	 if(txcnt[7:0] == 8'hff) begin
	    if((txsr == 9'h000) && !TDRE && txcnt == 12'haff) begin
	       TDRE <= 1'b1;
	       txcnt <= 12'h000;         
	       txsr <= { 1'b1, TDR };  
	       tx <= 1'b0;	       
	       clr_td <= 1'b0;
	    end
	    if(txsr != 9'h000) begin
	       tx <= txsr[0];
	       txsr <= { 1'b0, txsr[8:1] };
	    end
	 end
      end
   end
   wire [7:0] TRCSR_O = { RDRF, ORFE, TDRE, TRCSR[4:1], 1'b0 };
   wire       wu = TRCSR[0];    
   assign     te = TRCSR[1];    
   wire       tie = TRCSR[2];   
   wire       re = TRCSR[3];    
   wire       rie = TRCSR[4];   
   assign mcu_irq2_sci = (rie && (RDRF | ORFE)) || (tie && TDRE); 
   assign en_sci = (mcu_ad[15:2] == 14'h004);
   assign iod = (mcu_ad==16'h10) ? RMCR :
		(mcu_ad==16'h11) ? TRCSR_O :
		(mcu_ad==16'h12) ? RDR :
		TDR;
endmodule
module HD63701_Timer
(
	input			 mcu_rst,
	input			 mcu_clx2,
	input [15:0] mcu_ad,
	input 		 mcu_wr,
	input  [7:0] mcu_do,
	output		 mcu_irq2_tim,
	output		 en_timer,
	output [7:0] timerd
);
reg		  oci, oce;
reg [15:0] ocr, icr;
reg [16:0] frc;
reg  [7:0] frt;
reg  [7:0] rmc;
always @( posedge mcu_clx2) begin
	if (mcu_rst) begin  
		oce <= 0;
		ocr <= 16'hFFFF;
		icr <= 16'hFFFF;
		frc <= 0;
		frt <= 0;
		rmc <= 8'h40;
	end
	else begin
		frc <= frc+1;
		if (mcu_wr) begin
			case (mcu_ad)
				16'h08: oce <= mcu_do[3];
				16'h09: frt <= mcu_do;
				16'h0A: frc <= {frt,mcu_do,1'h0};
				16'h0B: ocr[15:8] <= mcu_do;
				16'h0C: ocr[ 7:0] <= mcu_do;
				16'h0D: icr[15:8] <= mcu_do;
				16'h0E: icr[ 7:0] <= mcu_do;
				16'h14: rmc <= {mcu_do[7:6],6'h0};
				default:;
			endcase
		end
	end
end
always @( negedge mcu_clx2) begin  
	if (mcu_rst) begin
		oci <= 1'b0;
	end
	else begin
		case (mcu_ad)
			16'h0B: oci <= 1'b0;
			16'h0C: oci <= 1'b0;
			default: if (frc[16:1]==ocr) oci <= 1'b1;
		endcase
	end
end
assign mcu_irq2_tim  = oci & oce;
assign en_timer = ((mcu_ad>=16'h8)&(mcu_ad<=16'hE))|(mcu_ad==16'h14);
assign   timerd = (mcu_ad==16'h08) ? {1'b0,oci,2'b10,oce,3'b000}:
		  (mcu_ad==16'h09) ? frc[16:9] :
		  (mcu_ad==16'h0A) ? frc[ 8:1] :
		  (mcu_ad==16'h0B) ? ocr[15:8] :
		  (mcu_ad==16'h0C) ? ocr[ 7:0] :
		  (mcu_ad==16'h0D) ? icr[15:8] :
		  (mcu_ad==16'h0E) ? icr[ 7:0] :
		  (mcu_ad==16'h14) ? rmc :
		  8'h0;
endmodule
```
==> Flow_metrics.wiki <==
== Metrics ==
{| class="wikitable"
! Metric !! Value
|-
| Per-cell routed wire length || 32.6 um
|-
| Buffers from clock root to sink, at most || 3
|-
| Count of tool warnings || 26
|-
| Chip area from the yosys synthesis statistics || 40300 um2
|-
| Top-level port count || 35
|-
| CTS tree || done
|-
| Final Setup Violations || 0
|-
| Clock power frac || 0.412
|-
| Initial antenna violation count || 0
|-
| Shortest period the worst path allows || 11.83 ns
|-
| Post-synth design cell area || 40300 um2
|-
| Largest net degree at the start of global routing || 91
|-
| Root buf cell || sky130_fd_sc_hd__clkbuf_16
|-
| Via count || between 20000 and 25000
|-
| Crit Path Category || in2out
|-
| Buffers inserted by post-CTS timing repair || 0
|-
| Initial standard-cell utilization of the core || 0.507
|-
| Via count of the first global-routing pass || approximately 25000
|-
| Series of cell instances along the critical path || clkdlybuf4s50_1, nor4_1, nand2_1, nor4b_2, clkdlybuf4s50_1
|-
| Cell family contributing the most delay on the critical path || buffers and inverters
|-
| Nature of the critical path endpoint || output port
|-
| Pre-CTS setup slack || 13.56 ns
|-
| TritonRoute pass-1 iters || 6
|-
| Portion of total power attributed to sequential cells || 0.530
|-
| Count of instantiated cells in the yosys netlist || 2450
|-
| Number of slew-limit violations in the final report || 0
|-
| Setup TNS Final || 0 ns
|-
| Fraction of the core area covered by cells at the end of the flow || 0.568
|-
| DIE AREA || between 80000 and 90000 um2
|-
| Switching part of the total power || 0.215
|-
| Initial drt markers || 1609
|-
| Per-instance average area after synthesis || 16.4 um2
|-
| Highest ir drop seen on vdd || 0.0000532 V
|-
| Data required time at the worst endpoint || 20.32 ns
|-
| Post-synth top area share || 0.770
|-
| Post-synthesis cell type with the largest combined area || sky130_fd_sc_hd__edfxtp_1
|-
| Fill count || about 6000
|-
| Clock-pin slew on the worst setup and hold paths || 0.06 ns
|-
| Count of antenna-violating nets left after detailed routing || 0
|-
| Biggest area contributors in the synthesized netlist || sky130_fd_sc_hd__edfxtp_1 (77%), sky130_fd_sc_hd__mux2i_1 (3.5%), sky130_fd_sc_hd__a221oi_1 (3.0%), sky130_fd_sc_hd__a22oi_1 (1.9%), sky130_fd_sc_hd__nor2_1 (1.7%)
|-
| CTS H-tree lvls || 3
|-
| CTS resizes || 0
|-
| Slew at the pin with the worst max-slew slack || 1.03 ns
|-
| Multiplexer fraction of the synthesized cell area || 0.0446
|-
| Die height || 286 um
|-
| Synth Area in Adders || 0
|-
| Final worst-path cycle share || 0.466
|-
| Clock insertion delay at the later pin of the skew report || approximately 0.65 ns
|-
| Count of maximum capacitance violations || 0
|-
| Proportion of register bits with asynchronous set or reset after synthesis || 0
|-
| Total chip power || 3.55 mW
|-
| Overflow left after global routing || 0
|-
| Least setup slack across all paths after layout || 13.57 ns
|-
| CP Buf/Inv Count || 2
|-
| Xor+xnor area frac || 0
|-
| Power per cell area || around 79 nW/um2
|-
| Number of buffers added by the clock tree synthesis step || a little over 100
|-
| Skew final || 0.0190 ns
|-
| P&R area growth vs syn || 11.9%
|-
| Total GRT Usage || 0.328
|-
| Cell Int Power || 2.78 mW
|-
| Wire length reported by the detailed router || 118000 um
|-
| Most used standard cell by instance count after synthesis || sky130_fd_sc_hd__edfxtp_1
|-
| Placeable core region || ~79000 um2
|-
| Fraction of final layout cells with drive strength greater than 1 || 0.117
|-
| Number of synthesized register bits || 1032
|-
| Number of vias per cell || 6.55
|-
| Antenna cells || 0
|-
| Drc violations || 0
|-
| Count of buffers inserted at the top-level ports || 34
|-
| Dominant combinational cell family by area after synthesis || AND-OR/OR-AND gates
|-
| Hold Path Class || reg2reg
|-
| Most common reg cell || sky130_fd_sc_hd__edfxtp_1
|-
| Cts-stage hold buffer count || 0
|-
| Largest fanout on the critical path || 3
|-
| Sequential-to-total area share from yosys stat || 0.770
|-
| Worst endpoint data arrival time || 6.75 ns
|-
| Timing-limited maximum frequency || 84.5 MHz
|-
| Fraction of power consumed by combinational cells || 0.058
|-
| Cell seen most often among critical-path stages || sky130_fd_sc_hd__clkdlybuf4s50_1
|-
| Most common library cells after synthesis || sky130_fd_sc_hd__edfxtp_1 (1032), sky130_fd_sc_hd__nor2_1 (177), sky130_fd_sc_hd__a221oi_1 (139), sky130_fd_sc_hd__mux2i_1 (139), sky130_fd_sc_hd__a21oi_1 (130)
|-
| Net load switching power || between 0.7 and 0.8 mW
|-
| Number of cells produced by synthesis || 2450
|-
| Syn. warnings || 3
|-
| Unique cell types || between 60 and 70
|-
| Wire length of the first global-routing pass || between 150000 and 200000 um
|-
| Outcome || completed
|-
| RSZ-0062 raised after global routing || no
|-
| HPWL after DPL || ~69000 um
|-
| Weighted congestion reported at the end of routability-driven placement || approximately 0.96
|-
| Worst-case headroom to the max-slew limit || 0.309
|-
| Leak pwr || 14.3 nW
|-
| Post-synthesis share of cell area spent on and, or, nand and nor gates || 0.0377
|-
| Placement Rows || 103
|-
| CP Launch Type || input pin
|-
| Slowest cell on the critical path || sky130_fd_sc_hd__clkdlybuf4s50_1
|-
| Max incr delay on CP || about 0.54 ns
|-
| Compound Share, Synth || 0.126
|-
| Flip-flops with a built-in enable || just over 1000
|-
| Final hold violation count || 0
|-
| Horizontal extent of the die || approximately 290 um
|-
| Total number of clock tree sinks || 1032
|}
[registers in the layout, indices dropped and copies added (netlist names)]
signal	flops
biramd	8
bimem	1024
[logic make-up (layout without fill, tap and decap cells)]
kind of cell | after synthesis | in the layout
mux | 171 | 171
flops | 1032 | 1032
buf+inv | 190 | 319
simple gates | 350 | 350
compound gates | 707 | 707
[metrics by stage]
| step | cells | hold WS, ns | cell area, um2 |
|---|---|---|---|
| after floorplan | 2450 | 0.728 | 40300 |
| after global placement | 3448 | 0.860 | 41900 |
| after detailed placement | 3448 | 0.855 | 41900 |
| after CTS | 3629 | 0.871 | 45100 |
| after global routing | 3629 | 0.908 | 45100 |
| final | 3629 | 0.874 | 45100 |
[layout make-up]
class                      count  area (um2)  area share
tap                         1050        1310      0.0292
inverter                       4        15.0    0.000333
sequential                  1032       31000       0.688
clock inverter                56         505      0.0112
timing repair buffer         134        1110      0.0245
multi-input combinational   1228        8430       0.187
clock buffer                 125        2700      0.0600
[power by group through the flow]
stage	clock network [mW]	registers [mW]	logic [mW]
CTS	1.48	1.88	0.205
global route	1.54	1.88	0.219
finish	1.46	1.88	0.207
[worst min-delay path, cell delays in order (launching register included)]
cell and delay, ns:
sky130_fd_sc_hd__edfxtp_1 0.32, sky130_fd_sc_hd__a21oi_1 0.06, sky130_fd_sc_hd__o21ai_0 0.20, sky130_fd_sc_hd__a32oi_1 0.11, sky130_fd_sc_hd__nand4_1 0.09
[layout by cell type, fill, tap and decap left out, types with 28 or more instances in the layout]
cell | synthesis | layout
sky130_fd_sc_hd__nand2_1 | 79 | 79
sky130_fd_sc_hd__a21oi_1 | 130 | 130
sky130_fd_sc_hd__o21ai_0 | 76 | 76
sky130_fd_sc_hd__o22ai_1 | 77 | 77
sky130_fd_sc_hd__mux2_2 | 28 | 28
sky130_fd_sc_hd__a22o_1 | 73 | 73
sky130_fd_sc_hd__a221oi_1 | 139 | 139
sky130_fd_sc_hd__buf_4 | 10 | 106
sky130_fd_sc_hd__nor2_1 | 177 | 176
sky130_fd_sc_hd__a22oi_1 | 100 | 100
sky130_fd_sc_hd__edfxtp_1 | 1032 | 1032
sky130_fd_sc_hd__mux2i_1 | 139 | 139
sky130_fd_sc_hd__clkbuf_16 | 0 | 105
[layer usage]
layer / wire (um) / vias to the layer above / global-route usage
li1: - / 10100 / -
met1: 39700 / 11700 / 0.435
met2: 53800 / 1619 / 0.455
met3: 19600 / 276 / 0.232
met4: 4830 / 10 / 0.103
met5: 438 / - / 0.0465
[worst paths after layout]
| check | start | end | slack (ns) | depth (start not counted) |
|---|---|---|---|---|
| max reg2reg | bimem[27][6]$_DFFE_PP_ | biramd[6]$_DFFE_PN_ | 22.19 | 7 |
| max | mcu_ad[11] | en_biram | 13.57 | 5 |
| min | bimem[13][5]$_DFFE_PP_ | biramd[5]$_DFFE_PN_ | 0.87 | 4 |
| min reg2reg | bimem[13][5]$_DFFE_PP_ | biramd[5]$_DFFE_PN_ | 0.87 | 4 |
Power figures rest on the tool's default switching activity, not on a simulated workload.
